<file path="flow/config.mk">
export PLATFORM = sky130hd
export DESIGN_NAME = counter_jk
export DESIGN_NICKNAME = counter_jk
export VERILOG_FILES = /design/flow/design.v
export SDC_FILE = /design/flow/constraint.sdc
export NUM_CORES = 4
export LEC_CHECK = 1
export CORE_AREA = 10 10 70 70
export DIE_AREA = 0 0 80 80
</file>
<file path="flow/constraint.sdc">
current_design counter_jk

set clk_period 1.4
set clk_io_pct 0.2

create_clock -name clk0 -period $clk_period [get_ports {clk}]

set non_clock_inputs [all_inputs -no_clocks]
set_input_delay [expr $clk_period * $clk_io_pct] -clock clk0 $non_clock_inputs
set_output_delay [expr $clk_period * $clk_io_pct] -clock clk0 [all_outputs]
</file>
<file path="flow/design.v">
module counter_jk(input reset, input clk, input mode, output [2:0] count);
    jk_sync_res jkffA(
        (count[1] & ~count[0] & mode) | (count[1] & count[0] & ~mode),
        (~count[1] & ~count[0] & mode) | (count[1] & count[0] & ~mode),
        clk,
        reset,
        count[2]
    );
    jk_sync_res jkffB(
        (count[0] & ~mode) | (~count[2] & count[0]),
        (count[2] & count[0]) | (count[0] & ~mode),
        clk,
        reset,
        count[1]
    );
    jk_sync_res jkffC(
        (~count[2] & ~count[1]) | (count[2] & count[1]) | (~mode),
        (~count[2] & count[1]) | (count[2] & ~count[1]) | (~mode),
        clk,
        reset,
        count[0]
    );
endmodule
module jk_sync_res(J, K, clk, sync_reset, Q);
    input J;
    input K;
    input clk;
    input sync_reset;
    output reg Q;
    always @(posedge clk) begin
        if (sync_reset)  
            Q <= 1'b0;
        else begin
            if (J && K)  
                Q <= ~Q;
            else if (J && !K)  
                Q <= 1'b1;
            else if (!J && K)  
                Q <= 1'b0;
        end
    end
endmodule
</file>
<file path="flow/run.sh">
#!/bin/bash
# OpenROAD 26Q1-2900-gdf79404cd8, Yosys 0.63+post, stock flow scripts
make -C /OpenROAD-flow-scripts/flow DESIGN_CONFIG=/design/flow/config.mk WORK_HOME=/design/flow/orfs finish
</file>
==> reports/metrics.csv <==
metric;value;unit
highest fanout seen on the critical path;6;
tally of yosys warning messages;1;
data arrival at the endpoint of the critical path;1.08;ns
cell with the biggest individual delay on the critical path;clkdlybuf4s50_1;
final critical path time including I/O delays and setup;1.36;ns
share of layout cells above drive strength 1;0.280;
sum of negative setup slack;0;ns
proportion of synthesized chip area in sequential cells;0.366;
antenna violations before repair;0;
final setup fails;0;
Crit path largest cell delay;0.48;ns
GPL Wtd Cong;0.675;
worst vdd rail ir drop;0.142;mV
post-DR vias/cell;2.03;
Die Height;80;um
sum of routed wire length over all layers;405;um
core box area;3420;um^2
largest net degree at the start of global routing;8;
Yosys top cell area share;0.366;
type of the worst min-delay path;reg -> reg;
Layout Skew;0.00281;ns
CP cell instances;clkdlybuf4s50_1;
Leakage Power;0.000101;uW
synthesized area per cell;9.11;um^2
total congestion overflow after global routing;0;
Worst Setup Slack post-DPL;-0.0751;ns
number of distinct library cells after synthesis;12;
Skew-Pair Late Insertion Delay;0.23;ns
Crit path required time;1.12;ns
Synth Cell Area;164;um^2
number of routed nets with antenna violations;0;
maximum root-to-sink buffer count;2;
post-synth area from yosys stat;164;um^2
top cells by area in the synthesized netlist;dfxtp_1, buf_4, or2b_1;
clock tree from TritonCTS;done;
Tcrit/Tclk final;0.968;
clock tree root buffer cell;clkbuf_4;
Chip Footprint;6400;um^2
number of max-slew violations in the final report;0;
area after detailed placement;256;um^2
Slew headroom;0.859;
Clock Sinks;3;
tool warning count;25;
via count of the first global-routing pass;137;
category of the worst setup path launch point;flip-flop;
power density over the cells;1050;nW/um^2
number of design-rule violations left by the first detailed-router iteration;7;
total power draw;305;uW
fillers;406;
final tally of hold violations;0;
Max Clk Rate;738;MHz
run status;completed;
Layout Area Growth over Synthesis;76.3;%
Flop area;66.3;um^2
via count;144;
number of flops mapped to enable cells by yosys;0;
kind of critical path;reg -> out;
RSZ-0062 raised after global routing;false;
Wirelength per Cell;5.70;um
clock-pin transition on the worst setup and hold timing paths;0.04;ns
number of buffer and inverter stages on the critical path;1;
minimum setup slack in the final design;0.0446;ns
transition time at the pin with the least slew margin;0.209;ns
category of cells accounting for the largest share of critical-path delay;buffers and inverters;
first-pass iteration count of the detailed router;2;
ys async rst share;0;
All-Layer GR Usage;0.0132;
Placed Cells;67;
number of standard cells in the layout, taps in and fillers out;71;
x dimension of the die;80;um
cell type contributing the most total cell area after synthesis;dfxtp_1;
CTS buffer count;3;
H-tree lvl count;1;
count of input and output buffers;5;
type of destination of the critical path;primary output;
design area;289;um^2
Residual DRC;0;
Main synth FF type;dfxtp_1;
number of diodes added for antenna fixing;0;
synthesized instance count;18;
flip-flop and latch count after synthesis;3;
most frequent cells after synthesis;buf_4, dfxtp_1, a21oi_1, or2b_1;
total area of multi-input combinational cells;81.3;um^2
hold buffer count at CTS;0;
total cells reported by yosys after synthesis;18;
number of placement rows;21;
max-cap violations;0;
fraction of the core area occupied by cells at floorplan;0.0480;
wire length of the first global-routing pass;648;um
Top Ports;6;
-- layer usage --
metal | wire, um | share of wire | track usage
met5 | 0 | 0 | 0
met4 | 0 | 0 | 0.00528
met3 | 57 | 0.14 | 0.0136
met2 | 138 | 0.34 | 0.0169
met1 | 208 | 0.51 | 0.0140
-- timing repair --
action	4_1_cts	5_1_grt
buffers inserted	0	0
setup endpoints to repair	2	3
resized	2	2
-- registers in the layout (all words and copies together), names as in the netlist --
signal and cells:
jkffA.Q 1, jkffB.Q 1, jkffC.Q 1
-- cell usage in the layout (no fill, tap or decap) --
| cell | synthesis | routed |
|---|---|---|
| buf_4 | 3 | 1 |
| xor2_1 | 1 | 1 |
| nor3b_1 | 1 | 1 |
| and3_1 | 1 | 1 |
| or2b_1 | 2 | 2 |
| clkbuf_4 | 0 | 3 |
| a21oi_1 | 2 | 2 |
| nor4_1 | 1 | 1 |
| dfxtp_2 | 0 | 2 |
| clkdlybuf4s50_1 | 0 | 5 |
| clkbuf_1 | 0 | 1 |
| a211oi_1 | 1 | 1 |
| nand2_1 | 1 | 1 |
| and2b_1 | 1 | 1 |
| dfxtp_4 | 0 | 1 |
| a311oi_1 | 1 | 1 |
-- stage by stage --
step / utilization / hold WS (ns)
global placement: 0.0751 / 0.526
global route: 0.0846 / 0.506
finish: 0.0846 / 0.487
detailed placement: 0.0751 / 0.538
CTS: 0.0835 / 0.507
floorplan: - / 0.352
-- cells by family after synthesis --
logic type	Yosys count	synth area share
compound gates	4	0.160
buf+inv	3	0.137
simple gates	7	0.282
xor+xnor	1	0.0534
flops	3	0.366
-- final cells by class --
type,instances,share of cell area
tap,46,0.199
sequential,3,0.229
multi-input combinational,12,0.281
timing repair buffer,6,0.199
clock buffer,4,0.0909
-- power breakdown --
group,leakage (uW),switching (uW),internal (uW)
sequential,0.0000260,12.2,95.4
combinational,0.0000596,13.4,33.0
clock,0.0000150,43.8,107
-- final timing paths --
kind	depth (start not counted)	start	to	slack, ns
max	1	jkffB.Q$_SDFFE_PP0P_	count[1]	0.04
min reg2reg	1	jkffC.Q$_SDFFE_PP0P_	jkffB.Q$_SDFFE_PP0P_	0.49
max reg2reg	3	jkffC.Q$_SDFFE_PP0P_	jkffA.Q$_SDFFE_PP0P_	0.40
min	1	jkffC.Q$_SDFFE_PP0P_	jkffB.Q$_SDFFE_PP0P_	0.49
Power and IR drop assume default switching activity.
