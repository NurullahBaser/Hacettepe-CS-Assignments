==> flow/design.v <==
module counter_d(input reset, input clk, input mode, output [2:0] count);
    dff_sync_res dffA((~mode & ~count[2] & count[1] & count[0]) |
    (~mode & count[2] & ~count[0]) |
    (~mode & count[2] & ~count[1]) |
    (mode & count[1] & ~count[0]) |
    (mode & count[2] & count[0]),
    clk, reset, count[2]);
    dff_sync_res dffB((count[1] & ~count[0]) | 
    (~mode & ~count[1] & count[0]) | 
    (mode & ~count[2] & count[0]), 
    clk, reset, count[1]);
    dff_sync_res dffC((~mode & ~count[0]) | 
    (mode & ~count[2] & ~count[1]) | 
    (mode & count[2] & count[1]), 
    clk, reset, count[0]);
endmodule
module dff_sync_res(D, clk, sync_reset, Q);
    input D;
    input clk;
    input sync_reset;
    output reg Q;
    always @(posedge clk) begin
        if (sync_reset)  
            Q <= 1'b0;
        else  
            Q <= D;
    end
endmodule
==> flow/run.sh <==
#!/bin/bash
# OpenROAD 26Q1-2900-gdf79404cd8, Yosys 0.63+post, stock flow scripts
make -C /OpenROAD-flow-scripts/flow DESIGN_CONFIG=/design/flow/config.mk WORK_HOME=/design/flow/orfs finish
==> flow/config.mk <==
export PLATFORM = sky130hd
export DESIGN_NAME = counter_d
export DESIGN_NICKNAME = counter_d
export VERILOG_FILES = /design/flow/design.v
export SDC_FILE = /design/flow/constraint.sdc
export NUM_CORES = 4
export LEC_CHECK = 1
export CORE_AREA = 10 10 70 70
export DIE_AREA = 0 0 80 80
==> flow/constraint.sdc <==
current_design counter_d

set clk_period 1.8
set clk_io_pct 0.2

create_clock -name clk0 -period $clk_period [get_ports {clk}]

set non_clock_inputs [all_inputs -no_clocks]
set_input_delay [expr $clk_period * $clk_io_pct] -clock clk0 $non_clock_inputs
set_output_delay [expr $clk_period * $clk_io_pct] -clock clk0 [all_outputs]
==> changes_impl.md <==
### Physical design

* Status: finished clean
* Met1 Use GR at 1.460%
* Layout cell share with drive strength beyond 1 at 24.00%
* Die Size at 6400 sq um
* GRT Util Overall at 1.481%
* Seq share, synth at 34.29%
* Post-CTS Repair Setup Buffers at 0
* Pwr dens at 828.0 nW/um^2
* Yosys cell count at 19
* Worst Tran Pin Value at 275.3 ps
* GRT busiest layer: met3
* Top-count cell post-synth: nor2_1
* Max cap viols at 0
* Critical-path cell list: clkdlybuf4s50_1
* CTS sink cnt at 3
* Row cnt at 21
* Xor/xnor share at 5.000%
* Post-CTS Resized at 0
* Antenna violations before repair at 0
* Clk latency of the worst-skew pair at 230 ps
* Cycle use final at 85.09%
* TritonCTS Buffers at 3
* Unrepaired setup endpoints after global routing: no
* Synth Flop Type: dfxtp_1
* Total wire length at 433 microns
* Inst Count DP at 67
* CP bufs+invs at 1
* Post-CTS Hold Fix Bufs at 0
* Rel. slew slack at 81.54%
* Width of the die at 80 microns
* Mapped Area at 175.2 sq um
* Antenna fix cells at 0
* Tool Warnings at 25
* Peak supply drop at 190.9 uV
* Fin Setup TNS at 0 ps
* Max-area cell share at 34.29%
* First-pass DRT Iterations at 4
* Vias in the first global route at 141
* Post-DP HPWL at 322.2 microns
* Design area at 286.5 sq um
* DR WL/cell at 6.099 microns
* Count of library flops with an enable pin at 0
* Clk pin slew, worst setup/hold paths at 40 ps
* Critical path data required time at 1440 ps
* R2R Path Start: dffA.Q
* CP top delay family: buffers and inverters
* CP Capture Type: output pin
* # port buffers at 5
* Leakage Power at 0.08828 nW
* CTS max path bufs at 2
* CP max stage delay at 510 ps
* M2 GR Usage at 1.204%
* Max-slew violations at 0
* Yosys warnings at 1
* Worst setup SP type: register
* Vias at 149
* RD Place Congestion at 0.6171
* Vias per Instance at 2.099
* DRC viols at 0
* Root buffer cell: clkbuf_4
* Clock skew at 1.092 ps
* Ys flops at 3
* Syn Area/Cell at 9.219 sq um
* Async S/R FF share, synth at 0%
* Reg2Reg Setup Slack at 760 ps
* Most instantiated cells after synthesis: nor2_1, buf_4, dfxtp_1, a211oi_1
* Fin. Hold Viols at 0
* Unique cell types at 11
* Worst-path maximum fanout at 7
* Pre-Place Util at 5.128%
* Placed inst area at 260.3 sq um
* Mux cell area share at 12.14%
* CORE AREA at 3416 sq um
* Crit. Startpoint: dffB.Q
* Total gr overflow at 0
* CTS H-tree lvls at 1
* First-pass GRT wire length at 655 microns
* Final Non-Filler Cells at 71
* Simple-Gate Area Share at 15.71%
* CTS tree: built
* Area reported by Yosys stat at 175.2 sq um
* Dominant comb cell: AND-OR/OR-AND gates
* DIE HEIGHT at 80 microns
* Cell taking the most area after synthesis: dfxtp_1
* Initial detailed-routing violation count at 9
* Hold Crit Start: dffC.Q
* Clock period minus final worst setup slack at 1532 ps
* Maximum number of pins on one net before global-route repair at 8
* Post-synthesis compound-gate area fraction at 20.00%
* Fmax achieved at 652.9 MHz
* I/O Pins at 6
* Area grow syn2layout at 63.57%
* Antenna-violating nets left at 0
* CP arrival at 1170 ps
* Met3 usage at 2.841%
* Highest-delay cell along the critical path: clkdlybuf4s50_1
* Critical path class: register to output pin
* Setup Viol. Count Final at 0
* Syn Inst Count at 19
* HP Class: register to register
* Adders+Majority by Area at 0%
* Cell area leaders: dfxtp_1, buf_4, a2111oi_2, a211oi_1, nor2_1
==> layout by cell type (no fill, tap or decap) <==
cell type	instances
clkdlybuf4s50_1	5
nand2_1	1
and2b_2	1
mux2i_1	1
clkbuf_1	1
clkbuf_4	3
a2111oi_2	1
a211oi_1	2
nor2_1	4
a21oi_1	1
xnor2_1	1
dfxtp_1	3
mux2_2	1
==> worst paths after layout <==
check	end	cells after the start
min	dffB.Q	1
min reg2reg	dffB.Q	1
max	count[1]	1
max reg2reg	dffA.Q	3
==> cell type report <==
type	count	area, sq um
well taps	46	57.56
clock buffers	4	26.28
multi-input cells	13	92.59
flip-flops and latches	3	60.06
repair buffers	5	50.05
fillers	410	3129
==> state kept, by name, summed over array words and instances, names as in the netlist <==
signal and flops:
dffA.Q 1, dffB.Q 1, dffC.Q 1
==> kinds of logic after synthesis <==
group	count (synthesis)
buffers and inverters	3
DFF	3
and+or+nand+nor	6
AOI/OAI and AO/OA	4
muxes	2
xor gates and xnor gates	1
==> power by group <==
part	total, mW	switching, mW	internal, mW
combinational	0.0354	0.0126	0.0227
clock	0.121	0.0374	0.0832
sequential	0.0813	0.00904	0.0722
==> per-stage QoR <==
stage / total power [mW] / util [%] / hold WS, ps / setup slack [ps]
2_1_floorplan: 0.1035 / - / 428.9 / 806.0
3_3_place_gp: 0.1153 / 7.619 / 548.3 / 149.0
3_5_place_dp: 0.1175 / 7.619 / 576.0 / 146.4
4_1_cts: 0.2418 / 8.388 / 583.3 / 250.6
5_1_grt: 0.2527 / 8.388 / 607.8 / 193.6
6_report: 0.2372 / 8.388 / 580.9 / 268.4
==> per-layer routing <==
layer,part of all wire [%],up-vias
li1,-,76
met1,42,64
met2,25,9
met3,32,0
met4,0,0
met5,0,-
Power and IR drop assume default switching activity.
