[flow/design.v]
module four_bit_2x1_mux(In_1, In_0, Select, Out);
	input [3:0] In_1;
	input [3:0] In_0;
	input Select;
	output [3:0] Out;
	assign Out = Select ? In_1 : In_0;
endmodule
module four_bit_adder_subtractor(A, B, subtract, Result, Cout);
    input [3:0] A;
    input [3:0] B;
    input subtract;
    output [3:0] Result;
    output Cout;
    wire[3:0] negatif_B;
    wire[3:0] sub_or_add_B;
    two_s_complement make_negatif(B,negatif_B);
    four_bit_2x1_mux sub_or_add(negatif_B,B,subtract,sub_or_add_B);
    four_bit_rca result(A,sub_or_add_B,1'B0,Result,Cout);
endmodule
module four_bit_rca(
    input [3:0] A,
    input [3:0] B,
    input Cin,
    output [3:0] S,
    output Cout
);
    wire[2:0] Carries;
    full_adder A1(.A(A[0]), .B(B[0]), .Cin(Cin), .S(S[0]), .Cout(Carries[0]));
    full_adder A2(.A(A[1]), .B(B[1]), .Cin(Carries[0]), .S(S[1]), .Cout(Carries[1]));
    full_adder A3(.A(A[2]), .B(B[2]), .Cin(Carries[1]), .S(S[2]), .Cout(Carries[2]));
    full_adder A4(.A(A[3]), .B(B[3]), .Cin(Carries[2]), .S(S[3]), .Cout(Cout));
endmodule
module full_adder(
    input A,
    input B,
    input Cin,
    output S,
    output Cout
);
    assign S = A ^ B ^ Cin;
    assign Cout = (A & B) | (Cin & A) | (Cin & B);
endmodule
module two_s_complement(In,Out);
    input [3:0] In;
    output [3:0] Out;
    assign Out = (~In) + 1;
endmodule  
[flow/run.sh]
#!/bin/bash
# OpenROAD 26Q1-2900-gdf79404cd8, Yosys 0.63+post, stock flow scripts
make -C /OpenROAD-flow-scripts/flow DESIGN_CONFIG=/design/flow/config.mk WORK_HOME=/design/flow/orfs finish
[flow/config.mk]
export PLATFORM = sky130hd
export DESIGN_NAME = four_bit_adder_subtractor
export DESIGN_NICKNAME = four_bit_adder_subtractor
export VERILOG_FILES = /design/flow/design.v
export SDC_FILE = /design/flow/constraint.sdc
export NUM_CORES = 4
export LEC_CHECK = 1
export CORE_AREA = 10 10 70 70
export DIE_AREA = 0 0 80 80
[flow/constraint.sdc]
current_design four_bit_adder_subtractor

set clk_period 3.6
set clk_io_pct 0.2

create_clock -name clk0 -period $clk_period

set non_clock_inputs [all_inputs -no_clocks]
set_input_delay [expr $clk_period * $clk_io_pct] -clock clk0 $non_clock_inputs
set_output_delay [expr $clk_period * $clk_io_pct] -clock clk0 [all_outputs]
==> run summary <==
CP Depth: 11
Mapped Cells: 21
Row cnt: 21
Die W: 80 microns
Crit path from: B[1]
Post-Syn Area: 182.7 sq um
Post-layout minimum cycle time: 3.477 ns
I/O Buffers: 14
Clkbuf count: 0
Post-synth area hogs: fa_1 33%, buf_4 16%, ha_1 14%, inv_1 12%, xnor2_1 9.6%
Initial antenna violation count: 0
CP Data Required Time: 2.88 ns
Ant diodes: 0
Worst Path Class, Setup: in -> out
Routed wire length: 553 microns
Top-count cell post-synth: inv_1
Yosys synthesis chip area: 182.7 sq um
Count of tool warnings: 32
Total Routing Usage GR: 0.01690
Global route total overflow: 0
Slew Limit Fails: 0
Via count: 160
WHS: 2.254 ns
Crit. End Element: output pin
Tcrit/Tclk final: 0.9658
Fin worst setup slack: 0.1233 ns
Crit-path cells: clkdlybuf4s15_2 > inv_2 > ha_1 > nand2_1 > o21ai_1 > fa_2 > inv_2 > fa_2 > inv_1 > fa_1 > clkdlybuf4s50_1
Placed Area: 365.4 sq um
Peak Freq: 287.6 MHz
Psw: 15.32 uW
Pleak: 0.1443 nW
Measured slew at the worst slew-check pin: 0.2287 ns
IO Count: 14
Finish-stage setup viols: 0
Pre-CTS WS: -0.4713 ns
Post-route ant nets: 0
Slowest stage delay, CP: 0.41 ns
Flops: 0
Largest net degree at the start of global routing: 4
Worst min path class: in -> out
Final Wtd Congestion: 0.6863
Combinational share of power: 1.000
Reg power frac: 0
Clock share of power: 0
Post-synthesis sequential area ratio: 0
PwrDens: 133.9 nW/um^2
Design Area, Final: 374.1 sq um
Worst rel slew slack: 0.8466
Synth area leader: fa_1
Fin cells: 79
Post-synth cell types: 9
HPWL after detailed placement: 566.2 microns
Vias per inst: 2.025
Vias in the first global route: 190
Post-synth top cells: 6 x inv_1, 4 x buf_4, 3 x fa_1
Top cell family by delay on the critical path: adder cells
Worst setup path endpoint: Cout
Area leader share: 0.3288
# DRC: 0
Status: completed
CP max stage cell: clkdlybuf4s50_1
Reg area: 0 sq um
Yosys warning total: 0
Maxcap violations: 0
Setup tns final: 0 ns
Layout area overhead: 104.8%
Die Ht: 80 microns
VDD IR max: 12.02 uV
Drt first-iter violations: 3
Crit path max fanout: 2
Post-CTS Hold Fix Bufs: 0
First-pass DRT Iterations: 2
CP arrival: 2.76 ns
First-pass GRT wire length: 855 microns
Core Density at Floorplan: 0.05348
DR WL/cell: 7.000 microns
Pint: 34.76 uW
Core area: 3416 sq um
Sw frac: 0.3059
Yosys Instances: 21
Final hold vios: 0
Die area: 6400 sq um
Worst path bufs/invs: 5
Startpoint Class: input pin
RSZ-0062 raised after global routing: false
Dpl cells: 79
Layout cells sized above 1: 0.3030
Average footprint of a synthesized cell: 8.699 sq um
logic make-up after synthesis:
family          after synthesis  share of synthesized area
simple gates                  2                    0.05480
buf+inv                      10                     0.2877
compound gates                2                    0.09585
xor+xnor                      2                    0.09591
fa+ha+maj                     5                     0.4657
through the flow:
stage	utilization	power [mW]
floorplan	-	0.02585
global placement	0.1070	0.05275
detailed placement	0.1070	0.05376
CTS	0.1095	0.05281
global route	0.1095	0.05761
finish	0.1095	0.05008
cell usage in the layout (no fill, tap or decap):
master,instances
buf_4,2
clkdlybuf4s15_2,2
clkdlybuf4s50_1,11
dlygate4sd2_1,1
fa_1,1
fa_2,2
ha_1,1
ha_2,1
inv_1,4
inv_2,2
nand2_1,1
nor2b_1,1
o21ai_1,1
o31ai_2,1
xnor2_1,2
worst min-delay path, delay by kind of cell:
kind / cells / cell delay [ns]
buffers and inverters: 2 / 0.40
adders and majority gates: 1 / 0.16
AOI/OAI and AO/OA: 1 / 0.08
xor gates and xnor gates: 1 / 0.18
metal layers:
layer,up-vias,part of all wire,GRT usage
li1,83,-,-
met1,73,0.27,0.01329
met2,4,0.63,0.03852
met3,0,0.089,0.005682
met4,0,0,0
met5,-,0,0
how the worst min path moves through the flow:
| stage | from | to | slack (ns) | depth (start not counted) |
|---|---|---|---|---|
| after CTS | B[1] | Result[3] | 2.28 | 5 |
| after global routing | B[1] | Result[3] | 2.33 | 5 |
| final | B[1] | Result[3] | 2.25 | 5 |
layout make-up:
class	instances	area, sq um
fill	403	3042
inverter	6	22.52
multi-input combinational	11	137.6
tap	46	57.56
timing repair buffer	16	156.4
power by group through the flow:
stage | registers [mW] | clock network (mW) | logic, mW
after CTS | 0 | 0 | 0.0528
after global routing | 0 | 0 | 0.0576
final | 0 | 0 | 0.0501
what timing repair did:
item                                    4_1_cts  5_1_grt
setup buffers                                 0        0
endpoints found under the setup margin        3        0
gates resized                                13        0
Power and IR drop assume default switching activity.
